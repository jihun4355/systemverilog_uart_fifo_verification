--- /design/flow/run.sh ---
#!/bin/bash
# OpenROAD 26Q1-2900-gdf79404cd8, Yosys 0.63+post, stock flow scripts
make -C /OpenROAD-flow-scripts/flow DESIGN_CONFIG=/design/flow/config.mk WORK_HOME=/design/flow/orfs finish
--- /design/flow/config.mk ---
export PLATFORM = sky130hd
export DESIGN_NAME = uart_fifo
export DESIGN_NICKNAME = uart_fifo
export VERILOG_FILES = /design/flow/design.v
export SDC_FILE = /design/flow/constraint.sdc
export NUM_CORES = 4
export LEC_CHECK = 1
export CORE_UTILIZATION = 40
--- /design/flow/constraint.sdc ---
current_design uart_fifo

set clk_period 4.6
set clk_io_pct 0.2

create_clock -name clk0 -period $clk_period [get_ports {clk}]

set non_clock_inputs [all_inputs -no_clocks]
set_input_delay [expr $clk_period * $clk_io_pct] -clock clk0 $non_clock_inputs
set_output_delay [expr $clk_period * $clk_io_pct] -clock clk0 [all_outputs]
--- /design/flow/design.v ---
`timescale 1ns / 1ps
module fifo #(
    parameter AWIDTH = 3
) (
    input  logic       clk,
    input  logic       rst,
    input  logic       wr,
    input  logic       rd,
    input  logic [7:0] wdata,
    output logic       full,
    output logic       empty,
    output logic [7:0] rdata
);
    logic [AWIDTH-1:0] waddr;
    logic [AWIDTH-1:0] raddr;
    logic wr_en;
    assign wr_en = wr & ~full;
    register_file U_REGISTER_FILE (
        .*,
        .wr(wr_en)
    );
    fifo_control_unit U_FIFO_CU (.*);
endmodule
module register_file #(
    parameter AWIDTH = 3
) (
    input  logic                clk,
    input  logic                wr,
    input  logic [AWIDTH - 1:0] waddr,
    input  logic [AWIDTH - 1:0] raddr,
    input  logic [         7:0] wdata,
    output logic [         7:0] rdata
);
    logic [7:0] ram[0:2**AWIDTH  -1];   
    assign rdata = ram[raddr];
    always_ff @(posedge clk) begin
        if (wr) begin
            ram[waddr] <= wdata;
        end   
    end
endmodule
module fifo_control_unit #(
    parameter AWIDTH = 3
) (
    input  logic                clk,
    input  logic                rst,
    input  logic                wr,
    input  logic                rd,
    output logic [AWIDTH - 1:0] waddr,
    output logic [AWIDTH - 1:0] raddr,
    output logic                full,
    output logic                empty
);
    logic [AWIDTH - 1:0] waddr_reg, waddr_next;
    logic [AWIDTH - 1:0] raddr_reg, raddr_next;
    logic full_reg, full_next;
    logic empty_reg, empty_next;
    assign waddr = waddr_reg;
    assign raddr = raddr_reg;
    assign full  = full_reg;
    assign empty = empty_reg;
    always_ff @(posedge clk, posedge rst) begin
        if (rst) begin
            waddr_reg <= 0;
            raddr_reg <= 0;
            full_reg  <= 0;
            empty_reg <= 1'b1;
        end else begin
            waddr_reg <= waddr_next;
            raddr_reg <= raddr_next;
            full_reg  <= full_next;
            empty_reg <= empty_next;
        end
    end
    always_comb begin
        waddr_next = waddr_reg;
        raddr_next = raddr_reg;
        full_next  = full_reg;
        empty_next = empty_reg;           
        case ({
            wr, rd
        })
            2'b01: begin   
                if (empty_reg == 0) begin
                    raddr_next = raddr_reg + 1;
                    full_next  = 1'b0;
                    if (waddr_reg == raddr_next) begin
                        empty_next = 1'b1;
                    end
                end
            end
            2'b10: begin   
                if (full_reg == 0) begin
                    waddr_next = waddr_reg + 1;
                    empty_next = 1'b0;
                    if (waddr_next == raddr_reg) begin
                        full_next = 1'b1;
                    end
                end
            end
            2'b11: begin   
                if (full_reg == 1) begin   
                    raddr_next = raddr_reg + 1;
                    full_next  = 1'b0;
                end else if (empty_reg == 1) begin   
                    waddr_next = waddr_reg + 1;
                    empty_next = 1'b0;
                end else begin
                    raddr_next = raddr_reg + 1;
                    waddr_next = waddr_reg + 1;
                end
            end
        endcase
    end
endmodule
`timescale 1ns / 1ps
module uart (
    input  logic       clk,
    input  logic       rst,
    input  logic       rx,
    input  logic       tx_start,
    input  logic [7:0] tx_data,
    output logic       rx_done,
    output logic [7:0] rx_data,
    output logic       tx,
    output logic       tx_busy
);
    logic w_b_tick;
    uart_rx U_UART_RX (
        .clk    (clk),
        .rst    (rst),
        .rx     (rx),
        .b_tick (w_b_tick),
        .rx_data(rx_data),
        .rx_done(rx_done)
    );
    uart_tx U_UART_TX (
        .clk(clk),
        .rst(rst),
        .tx_start(tx_start),
        .tx_data(tx_data),
        .b_tick(w_b_tick),
        .tx_busy(tx_busy),
        .tx(tx)
    );
    baud_tick_gen BAUD_TICK_GEN (
        .clk(clk),
        .rst(rst),
        .b_tick(w_b_tick)
    );
endmodule
module uart_rx #(
    localparam [1:0] IDLE = 2'b00,
    localparam [1:0] RX_START = 2'b01,
    localparam [1:0] RX_DATA = 2'b10,
    localparam [1:0] RX_STOP = 2'b11
) (
    input logic clk,
    input logic rst,
    input logic b_tick,
    input logic rx,
    output logic rx_done,
    output logic [7:0] rx_data
);
    logic [1:0] state_reg, state_next;
    logic [3:0] b_tick_cnt_reg, b_tick_cnt_next;
    logic [2:0] bit_cnt_reg, bit_cnt_next;
    logic [7:0] rx_data_reg, rx_data_next;
    logic rx_done_reg, rx_done_next;
    assign rx_data = rx_data_reg;
    assign rx_done = rx_done_reg;
    always_ff @(posedge clk, posedge rst) begin
        if (rst) begin
            state_reg <= IDLE;
            b_tick_cnt_reg <= 0;
            bit_cnt_reg <= 0;
            rx_data_reg <= 0;
            rx_done_reg <= 1'b0;
        end else begin
            state_reg <= state_next;
            b_tick_cnt_reg <= b_tick_cnt_next;
            bit_cnt_reg <= bit_cnt_next;
            rx_data_reg <= rx_data_next;
            rx_done_reg <= rx_done_next;
        end
    end
    always_comb begin
        state_next = state_reg;
        b_tick_cnt_next = b_tick_cnt_reg;
        bit_cnt_next = bit_cnt_reg;
        rx_data_next = rx_data_reg;
        rx_done_next = rx_done_reg;
        case (state_reg)
            IDLE: begin
                rx_done_next = 1'b0;
                if (!rx) begin
                    bit_cnt_next = 0;
                    b_tick_cnt_next = 0;
                    state_next = RX_START;
                end
            end
            RX_START: begin
                if (b_tick) begin
                    if (b_tick_cnt_reg == 8) begin
                        b_tick_cnt_next = 0;
                        state_next = RX_DATA;
                    end else begin
                        b_tick_cnt_next = b_tick_cnt_reg + 1;
                    end
                end
            end
            RX_DATA: begin
                if (b_tick) begin
                    if (b_tick_cnt_reg == 15) begin
                        b_tick_cnt_next = 0;
                        rx_data_next = {rx, rx_data_reg[7:1]};
                        if (bit_cnt_reg == 7) begin
                            state_next = RX_STOP;
                        end else begin
                            bit_cnt_next = bit_cnt_reg + 1;
                        end
                    end else begin
                        b_tick_cnt_next = b_tick_cnt_reg + 1;
                    end
                end
            end
            RX_STOP: begin
                if (b_tick) begin
                    if (b_tick_cnt_reg == 15) begin
                        b_tick_cnt_next = 0;
                        rx_done_next = 1'b1;
                        state_next = IDLE;
                    end else begin
                        b_tick_cnt_next = b_tick_cnt_reg + 1;
                    end
                end
            end
        endcase
    end
endmodule
module uart_tx #(
    localparam [1:0] IDLE = 2'b00,
    localparam [1:0] TX_START = 2'b01,
    localparam [1:0] TX_DATA = 2'b10,
    localparam [1:0] TX_STOP = 2'b11
) (
    input logic clk,
    input logic rst,
    input logic b_tick,
    input logic tx_start,
    input logic [7:0] tx_data,
    output logic tx,
    output logic tx_busy
);
    logic [1:0] state_reg, state_next;
    logic tx_busy_reg, tx_busy_next;
    logic tx_reg, tx_next;
    logic [7:0] data_buf_reg, data_buf_next;
    logic [3:0] b_tick_cnt_reg, b_tick_cnt_next;
    logic [2:0] bit_cnt_reg, bit_cnt_next;
    assign tx_busy = tx_busy_reg;
    assign tx = tx_reg;
    always_ff @(posedge clk, posedge rst) begin
        if (rst) begin
            state_reg <= IDLE;
            b_tick_cnt_reg <= 4'b0000;
            bit_cnt_reg <= 3'b000;
            tx_busy_reg <= 1'b0;
            tx_reg <= 1'b1;
            data_buf_reg <= 8'h00;
        end else begin
            state_reg <= state_next;
            tx_busy_reg <= tx_busy_next;
            tx_reg <= tx_next;
            data_buf_reg <= data_buf_next;
            b_tick_cnt_reg <= b_tick_cnt_next;
            bit_cnt_reg <= bit_cnt_next;
        end
    end
    always_comb begin
        state_next = state_reg;
        tx_busy_next = tx_busy_reg;
        tx_next = tx_reg;
        data_buf_next = data_buf_reg;
        b_tick_cnt_next = b_tick_cnt_reg;
        bit_cnt_next = bit_cnt_reg;
        case (state_reg)
            IDLE: begin
                tx_next = 1'b1;
                tx_busy_next = 1'b0;
                if (tx_start) begin
                    b_tick_cnt_next = 0;
                    data_buf_next = tx_data;
                    state_next = TX_START;
                end
            end
            TX_START: begin
                tx_next = 1'b0;
                tx_busy_next = 1'b1;
                if (b_tick) begin
                    if (b_tick_cnt_reg == 15) begin
                        b_tick_cnt_next = 0;
                        bit_cnt_next = 0;
                        state_next = TX_DATA;
                    end else begin
                        b_tick_cnt_next = b_tick_cnt_reg + 1;
                    end
                end
            end
            TX_DATA: begin
                tx_next = data_buf_reg[0];
                if (b_tick) begin
                    if (b_tick_cnt_reg == 15) begin
                        if (bit_cnt_reg == 7) begin
                            b_tick_cnt_next = 0;
                            state_next = TX_STOP;
                        end else begin
                            b_tick_cnt_next = 0;
                            bit_cnt_next = bit_cnt_reg + 1;
                            data_buf_next = data_buf_reg >> 1;
                        end
                    end else begin
                        b_tick_cnt_next = b_tick_cnt_reg + 1;
                    end
                end
            end
            TX_STOP: begin
                tx_next = 1'b1;
                if (b_tick) begin
                    if (b_tick_cnt_reg == 15) begin
                        tx_busy_next = 1'b0;
                        state_next   = IDLE;
                    end else begin
                        b_tick_cnt_next = b_tick_cnt_reg + 1;
                    end
                end
            end
        endcase
    end
endmodule
module baud_tick_gen #(
    parameter BAUD = 9600,
    parameter BAUD_TICK_COUNT = 100_000_000 / BAUD / 16
) (
    input  logic clk,
    input  logic rst,
    output logic b_tick
);
    logic [$clog2(BAUD_TICK_COUNT)-1 : 0] counter_reg;
    logic b_tick_reg;
    assign b_tick = b_tick_reg;
    always_ff @(posedge clk, posedge rst) begin
        if (rst) begin
            counter_reg <= 0;
            b_tick_reg  <= 1'b0;
        end else begin
            if (counter_reg == BAUD_TICK_COUNT) begin
                counter_reg <= 0;
                b_tick_reg  <= 1'b1;
            end else begin
                counter_reg <= counter_reg + 1;
                b_tick_reg  <= 1'b0;
            end
        end
    end
endmodule
`timescale 1ns / 1ps
module uart_fifo (
    input  logic clk,
    input  logic rst,
    input  logic rx,
    output logic tx
);
    logic [7:0] fifo_loopback;
    logic [7:0] uart_rx_data_to_fifo_rx_wdata;
    logic [7:0] fifo_tx_rdata_to_uart_tx_data;
    logic fifo_rx_full;
    logic fifo_rx_empty;
    logic fifo_tx_full;
    logic fifo_tx_empty;
    logic uart_rx_done;
    logic uart_tx_busy;
    uart U_UART (
        .clk     (clk),
        .rst     (rst),
        .rx      (rx),
        .tx_start(~fifo_tx_empty & ~uart_tx_busy),
        .tx_data (fifo_tx_rdata_to_uart_tx_data),
        .rx_done (uart_rx_done),
        .rx_data (uart_rx_data_to_fifo_rx_wdata),
        .tx      (tx),
        .tx_busy (uart_tx_busy)
    );
    fifo U_FIFO_RX (
        .clk  (clk),
        .rst  (rst),
        .wr   (uart_rx_done & ~fifo_rx_full),         
        .rd   (~fifo_tx_full & ~fifo_rx_empty),  
        .wdata(uart_rx_data_to_fifo_rx_wdata), 
        .full (fifo_rx_full),
        .empty(fifo_rx_empty),
        .rdata(fifo_loopback)
    );
    fifo U_FIFO_TX (
        .clk  (clk),
        .rst  (rst),
        .wr   (~fifo_tx_full & ~fifo_rx_empty),  
        .rd   (~uart_tx_busy & ~fifo_tx_empty),  
        .wdata(fifo_loopback),
        .full (fifo_tx_full),
        .empty(fifo_tx_empty),
        .rdata(fifo_tx_rdata_to_uart_tx_data)
    );
endmodule
==> qor.log <==
qor: grt.globalRoute.totalOverflow 0
qor: synthesis.synthCells 524
qor: synthesis.synth.mux.area_fraction 0.137
qor: synthesis.ys_async_sr_fraction 0.347
qor: detailed_routing.via_count 4322
qor: synthesis.synth-edff-count 128
qor: synthesis.area_leaders sky130_fd_sc_hd__edfxtp_1, sky130_fd_sc_hd__dfrtp_1, sky130_fd_sc_hd__mux4_2
qor: synthesis.synth.cellmix.xorXnorShare 0.0266
qor: power.pwr_density_cell 361 nW/um2
qor: critical_path.r2r_cells 3
qor: sta.setup_repair_after_global_routing_missed_its_margin no
qor: clock_network.htree_levels 4
qor: layout.num-fill-cells 1730
qor: detailed_routing.drc 0
qor: sta.final_max_slew_viol_count 0
qor: synthesis.yosys.stat.seqShare 0.675
qor: synthesis.syn-mean-instance-area 15.7 um2
qor: power.intPower 0.00260 W
qor: critical_path.arrival 1.38 ns
qor: critical_path.ff2ff_setup_slack 2.42 ns
qor: floorplan.rows 52
qor: critical_path.regToRegEndpoint U_FIFO_TX.U_REGISTER_FILE.ram[3][2]
qor: synthesis.synthTopLogicFamily multiplexers
qor: synthesis.synth_largest_type_area_fraction 0.468
qor: power.seqPwrFrac 0.559
qor: grt.grt_first_pass_wirelength 22800 um
qor: synthesis.aoi_share 0.0499
qor: critical_path.cp_num_buf_inv 1
qor: synthesis.ys.flops 196
qor: sta.achievable-frequency 435 MHz
qor: synthesis.simple_gate_area_frac 0.0734
qor: detailed_routing.detail_route.first_pass.iterations 4
qor: critical_path.cp-end-kind output port
qor: placed_design.detailedPlace.worstSlack 2.12 ns
qor: sta.setup_total_negative_slack 0 ns
qor: power.power.switching_fraction 0.219
qor: sta.layout_setup_ws 2.30 ns
qor: clock_network.clk-insertion-delay-late 0.43 ns
qor: critical_path.cp_num_cells 1
qor: floorplan.design.die.area 21100 um2
qor: sta.finalCritPeriodShare 0.500
qor: power.p_sw 0.000729 W
qor: critical_path.critical_path.endpoint tx
qor: clock_network.post-cts-setup-buffer-count 0
qor: floorplan.die_w 145 um
qor: power.power.leakage 3.02 nW
qor: job.drv_cap 0
qor: sta.finalWorstPathRequiredPeriod 2.30 ns
qor: detailed_routing.detail_route.wl_per_cell 16.9 um
qor: clock_network.post_cts.resized_instances 0
qor: layout.layout.area.seq 5550 um2
qor: layout.final_core_area_utilization 0.457
qor: critical_path.crit_path_start U_UART.U_UART_TX.tx_reg
qor: critical_path.crit-reg2reg-launch U_FIFO_TX.U_FIFO_CU.full_reg
qor: detailed_routing.drt.antenna.violating_nets 0
qor: sta.hold_viol_final 0
qor: power.power.clock.fraction 0.437
qor: clock_network.cts_num_sinks 196
qor: layout.mi_logic_area 2510 um2
qor: critical_path.path_max_fanout 1
qor: layout.area_growth_from_synthesis_to_final_layout 12.1%
qor: grt.grt_pass1_vias 4364
qor: sta.timing_worst_slew_pin_value 0.927 ns
qor: placed_design.finalWeightedCongestion 0.778
qor: synthesis.netlist-cell-type-count 50
qor: clock_network.path_clk_slew 0.07 ns
qor: critical_path.critPathLaunchType flop
qor: min_path.hold_path.class reg -> reg
qor: clock_network.tritoncts done
qor: synthesis.yosysWarnings 5
qor: critical_path.worstPathCellList clkdlybuf4s50_1
qor: detailed_routing.num_antenna_cells 0
qor: job.tool_warnings 26
qor: clock_network.cts_root_buffer sky130_fd_sc_hd__clkbuf_16
qor: floorplan.i_o_pins 4
qor: clock_network.max-clock-path-buffers 2
qor: placed_design.hpwl 8890 um
qor: layout.layout-drive-gt1-share 0.221
qor: synthesis.fa_ha_area_frac 0.0183
qor: placed_design.place.port_buffers 3
qor: sta.skew 0.0106 ns
qor: synthesis.postSynth.topFlopCell sky130_fd_sc_hd__edfxtp_1
qor: grt.grt_antenna_before_repair 0
qor: status.status complete, no violations
qor: clock_network.numCtsBuffers 17
qor: grt.grt_start_max_net_pins 36
qor: critical_path.critPathMaxStageDelay 0.52 ns
qor: synthesis.ys_chip_area 8220 um2
qor: critical_path.timing.critical_path.max_delay_family flip-flops
qor: synthesis.ys_cells 524
qor: detailed_routing.vias_per_cell 5.23
qor: power.comb_power_share 0.004
qor: synthesis.synth_area 8220 um2
qor: critical_path.cpMaxStageDelayCell sky130_fd_sc_hd__dfstp_2
qor: detailed_routing.drt_first_iter_violations 290
qor: sta.report.final.setup_viol 0
qor: power.worst_voltage_drop_across_the_vdd_grid 239 uV
qor: floorplan.floorplanUtilization 0.408
qor: clock_network.postCtsHoldBufs 0
qor: floorplan.die_extent_in_y 145 um
qor: floorplan.fp.coreArea 20200 um2
qor: sta.max_slew_margin 0.380
qor: critical_path.data_required_critical_path 3.68 ns
qor: detailed_routing.routed_wirelength 14000 um
qor: grt.global_route.usage.total 0.149
qor: synthesis.synth_area_leader_cell sky130_fd_sc_hd__edfxtp_1
qor: critical_path.criticalPathCategory reg -> out
[area by class of cell]
cell class / instances / share of cell area
Clock buffer: 17 / 0.0462
Clock inverter: 15 / 0.0182
Inverter: 16 / 0.00652
Multi-Input combinational cell: 292 / 0.272
Sequential cell: 196 / 0.602
Tap cell: 270 / 0.0367
Timing Repair Buffer: 21 / 0.0179
[layout by cell type (no fill, tap or decap), types with 2 or more instances in the layout]
cell type / instances
sky130_fd_sc_hd__mux2_2: 28
sky130_fd_sc_hd__mux4_2: 32
sky130_fd_sc_hd__clkdlybuf4s50_1: 3
sky130_fd_sc_hd__dfrtp_1: 63
sky130_fd_sc_hd__clkinv_8: 3
sky130_fd_sc_hd__o21ai_0: 32
sky130_fd_sc_hd__clkbuf_16: 17
sky130_fd_sc_hd__inv_8: 6
sky130_fd_sc_hd__ha_1: 12
sky130_fd_sc_hd__xor2_1: 11
sky130_fd_sc_hd__a21oi_1: 4
sky130_fd_sc_hd__o211ai_1: 2
sky130_fd_sc_hd__nor3_1: 11
sky130_fd_sc_hd__xnor2_1: 14
sky130_fd_sc_hd__buf_4: 18
sky130_fd_sc_hd__edfxtp_1: 128
sky130_fd_sc_hd__o21a_1: 2
sky130_fd_sc_hd__a41oi_1: 2
sky130_fd_sc_hd__nor2b_1: 2
sky130_fd_sc_hd__o31ai_1: 3
sky130_fd_sc_hd__nand3_1: 6
sky130_fd_sc_hd__a22o_1: 3
sky130_fd_sc_hd__a211oi_1: 2
sky130_fd_sc_hd__dfstp_2: 5
sky130_fd_sc_hd__a31oi_1: 3
sky130_fd_sc_hd__nand4_1: 6
sky130_fd_sc_hd__nand2_1: 46
sky130_fd_sc_hd__inv_6: 5
sky130_fd_sc_hd__mux2i_1: 9
sky130_fd_sc_hd__nor2_1: 30
sky130_fd_sc_hd__inv_1: 15
sky130_fd_sc_hd__nand2b_1: 10
sky130_fd_sc_hd__or2_2: 3
[tightest hold or removal path, cell delays in order (launching register included)]
cell and delay, ns:
sky130_fd_sc_hd__dfrtp_1 0.35, sky130_fd_sc_hd__nand2_1 0.05, sky130_fd_sc_hd__o21ai_0 0.06
[stage by stage]
stage | hold WS [ns] | power [W] | cell area, um2 | std cells
5_1_grt | 0.515 | 0.00343 | 9220 | 827
4_1_cts | 0.486 | 0.00336 | 9220 | 827
3_3_place_gp | 0.463 | 0.00191 | 8620 | 795
3_5_place_dp | 0.465 | 0.00191 | 8620 | 795
6_report | 0.483 | 0.00333 | 9220 | 827
2_1_floorplan | 0.448 | 0.00191 | 8220 | 524
[synth_stat cells, types with 4 or more instances]
cell	n
sky130_fd_sc_hd__a21oi_1	4
sky130_fd_sc_hd__ha_1	12
sky130_fd_sc_hd__mux2i_1	9
sky130_fd_sc_hd__nand3_1	6
sky130_fd_sc_hd__inv_1	16
sky130_fd_sc_hd__nand4_1	6
sky130_fd_sc_hd__o21ai_0	32
sky130_fd_sc_hd__xnor2_1	14
sky130_fd_sc_hd__mux4_2	32
sky130_fd_sc_hd__mux2_2	28
sky130_fd_sc_hd__nor3_1	11
sky130_fd_sc_hd__clkbuf_1	8
sky130_fd_sc_hd__dfrtp_1	63
sky130_fd_sc_hd__nand2_1	46
sky130_fd_sc_hd__dfstp_2	5
sky130_fd_sc_hd__buf_2	10
sky130_fd_sc_hd__edfxtp_1	128
sky130_fd_sc_hd__xor2_1	11
sky130_fd_sc_hd__nor2_1	30
sky130_fd_sc_hd__nand2b_1	10
[power by group through the flow]
| stage | logic, W | registers, W | clock network [W] |
|---|---|---|---|
| after CTS | 0.0000149 | 0.00186 | 0.00149 |
| after global routing | 0.0000169 | 0.00186 | 0.00156 |
| final | 0.0000139 | 0.00186 | 0.00145 |
[routing by layer]
metal | routed length, um | vias to the layer above | track usage
met5 | 0 | - | 0
met4 | 112 | 0 | 0.0132
met3 | 794 | 8 | 0.0518
met2 | 6880 | 93 | 0.229
met1 | 6190 | 2188 | 0.235
li1 | - | 2033 | -
[worst min path at each step]
stage	startpoint	to	slack (ns)	cells past startpoint
finish	U_UART.U_UART_TX.data_buf_reg[5]	U_UART.U_UART_TX.data_buf_reg[5]	0.48	2
global route	U_UART.U_UART_TX.data_buf_reg[2]	U_UART.U_UART_TX.data_buf_reg[2]	0.52	2
CTS	U_UART.U_UART_TX.data_buf_reg[5]	U_UART.U_UART_TX.data_buf_reg[5]	0.49	2
[cell families (layout without fill, tap and decap cells)]
group	Yosys count	count (layout)
flops	196	196
simple gates	123	123
mux	69	69
compound gates	63	63
buf+inv	36	69
xor+xnor	25	25
fa+ha+maj	12	12
No activity file was given, so power comes from the tool's default toggle rates.
