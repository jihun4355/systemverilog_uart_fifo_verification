--- design/flow/config.mk ---
export PLATFORM = sky130hd
export DESIGN_NAME = cmd_cu
export DESIGN_NICKNAME = cmd_cu
export VERILOG_FILES = /design/flow/design.v
export SDC_FILE = /design/flow/constraint.sdc
export NUM_CORES = 4
export LEC_CHECK = 1
export CORE_AREA = 10 10 70 70
export DIE_AREA = 0 0 80 80
--- design/flow/constraint.sdc ---
current_design cmd_cu

set clk_period 1.0
set clk_io_pct 0.2

create_clock -name clk0 -period $clk_period [get_ports {clk}]

set non_clock_inputs [all_inputs -no_clocks]
set_input_delay [expr $clk_period * $clk_io_pct] -clock clk0 $non_clock_inputs
set_output_delay [expr $clk_period * $clk_io_pct] -clock clk0 [all_outputs]
--- design/flow/design.v ---
`timescale 1ns / 1ps
module cmd_cu (
    input clk,
    input rst,
    input rx_done,
    input [7:0] rx_data,
    output Btn_R_trig,
    output Btn_L_trig,
    output Btn_U_trig
);
    reg btn_r_trig_reg, btn_r_trig_next;
    reg btn_l_trig_reg, btn_l_trig_next;
    reg btn_u_trig_reg, btn_u_trig_next;
    assign Btn_R_trig = btn_r_trig_reg;
    assign Btn_L_trig = btn_l_trig_reg;
    assign Btn_U_trig = btn_u_trig_reg;
    always @(posedge clk, posedge rst) begin
        if (rst) begin
            btn_r_trig_reg <= 0;
            btn_l_trig_reg <= 0;
            btn_u_trig_reg <= 0;
        end else begin
            btn_r_trig_reg <= btn_r_trig_next;
            btn_l_trig_reg <= btn_l_trig_next;
            btn_u_trig_reg <= btn_u_trig_next;
        end
    end
    always @(*) begin
        btn_r_trig_next = 0;
        btn_l_trig_next = 0;
        btn_u_trig_next = 0;
        if (rx_done) begin
            case (rx_data)
                8'h52: begin   
                    btn_r_trig_next = 1'b1;
                end
                8'h4C: begin  
                    btn_l_trig_next = 1'b1;
                end
                8'h55: begin  
                    btn_u_trig_next = 1'b1;
                end
            endcase
        end
    end
endmodule
--- design/flow/run.sh ---
#!/bin/bash
# OpenROAD 26Q1-2900-gdf79404cd8, Yosys 0.63+post, stock flow scripts
make -C /OpenROAD-flow-scripts/flow DESIGN_CONFIG=/design/flow/config.mk WORK_HOME=/design/flow/orfs finish
==> qor.csv <==
stage,metric,value,unit
power_and_ir_drop,Pleak,0.187,nW
cts,clock sink count,3,
yosys,Synth cell types,9,
sta,Worst-Margin Slew,0.230,ns
yosys,"Seq share, synth",0.522,
worst_setup_path,Worst setup EP type,flip-flop,
sta,fin crit period,0.979,ns
worst_setup_path,worst setup path class,in -> reg,
cells_and_area,Post-Route Utilization,0.128,
die,row cnt,21,
worst_setup_path,critical path launch point type,primary input,
yosys,Syn Inst Count,12,
global_route,initial antenna violation count,0,
worst_setup_path,crit-path cells,"dlygate4sd2_1, or3b_4, nor4_4",
cts,clock-pin transition on the worst setup and hold timing paths,0.04,ns
cts,Clock Tree Buf Depth,2,
sta,final setup fails,0,
yosys,xor/xnor share,0,
sta,unrepaired setup endpoints after global routing,no,
die,Core Area,3420,um2
cts,hold_buf cts,0,
yosys,Adders+Majority by Area,0,
power_and_ir_drop,peak supply drop,210,uV
placed_design,PortBufs,13,
yosys,Main logic family,simple AND/OR/NAND/NOR gates,
die,Core Density at Floorplan,0.0421,
cts,H-tree depth,1,
routing,drt via density,2.35,
die,boundary pin count,14,
die,Die Y-Extent,80,um
routing,routed wire length,611,um
global_route,global-route wire length before repair,993,um
run_status,status,finished clean,
yosys,Simple-Gate Fraction of Synth Area,0.452,
worst_setup_path,Critical path buffers and inverters,1,
worst_setup_path,CP max stage cell,or3b_4,
sta,"Hold Vio Cnt, Final",0,
global_route,number of global-route vias before repair,231,
routing,DR iter-0 viols,1,
yosys,yosys warns,1,
routing,DR WL/cell,7.83,um
sta,Fmax achieved,1.02,GHz
worst_setup_path,CP startpoint,rx_data[4],
sta,Hold Worst Slack,0.144,ns
cts,CTS tree,yes,
worst_setup_path,worst-path fanout max,2,
die,Die Wd,80,um
global_route,pin count of the biggest net entering global routing,4,
yosys,Syn Std Cell Area,144,um2
power_and_ir_drop,Pwr Density,929,nW/um2
routing,Routed Antenna Nets,0,
yosys,cells in synth_stat.txt,12,
yosys,average size of a mapped cell,12.0,um2
sta,final period utilization,0.979,
cells_and_area,area grow syn2layout,203,%
routing,DR pass1 iterations,2,
global_route,Total Routing Usage GR,0.0192,
yosys,Yosys Chip Area,144,um2
cts,CTS root buf,clkbuf_4,
worst_setup_path,CP arrival,1.11,ns
sta,Final TNS setup,0,ns
yosys,Synthesized registers,3,
global_route,GR Overflow Total,0,
min_path,Hold Crit Class,in -> async,
cells_and_area,layout cell share with drive strength beyond 1,0.375,
sta,Max-slew headroom,0.847,
flow_run,tool warnings,25,
worst_setup_path,WP data required,1.13,ns
cts,CTS buffer count,3,
worst_setup_path,"CP delay by family, top",simple AND/OR/NAND/NOR gates,
routing,detailed-route via count,183,
routing,number of diodes,0,
worst_setup_path,crit-path max cell delay,0.41,ns
sta,fin. max-slew vios,0,
flow_run,MaxCap Viol Count,0,
routing,final routed DRC violation total,0,
yosys,Multiplexer share,0,
placed_design,Placer Congestion,0.655,
power_and_ir_drop,Overall Power,0.000406,W
die,full die area,6400,um2
cells_and_area,fill count,400,
yosys,Synth Area in Compound Gates,0,
cell type report:
cell class | count | area (um2) | area share
clock buffer | 4 | 26.3 | 0.0602
inverter | 1 | 3.75 | 0.00860
sequential | 3 | 75.1 | 0.172
tap | 46 | 57.6 | 0.132
timing repair buffer | 16 | 151 | 0.347
multi-input combinational | 8 | 123 | 0.281
path summary, 6_finish.rpt:
check / end / slack [ns] / cells past startpoint
setup / recovery: btn_l_trig_reg / 0.02 / 3
hold / removal: btn_r_trig_reg / 0.14 / 2
max in group asynchronous: btn_u_trig_reg / 0.73 / 2
min in group clk0: btn_l_trig_reg / 0.32 / 3
power by group:
group | leakage (nW) | switching, W | internal, W
registers | 0.0419 | 0.0000000477 | 0.000122
clock network | 0.0150 | 0.0000605 | 0.000149
logic | 0.130 | 0.0000272 | 0.0000461
total | 0.187 | 0.0000878 | 0.000318
metrics by stage:
step	instances	area [um2]	setup slack (ns)
floorplan	12	144	0.0444
global placement	73	347	-0.548
detailed placement	73	347	-0.560
CTS	77	423	0.00254
global route	78	437	0.00157
finish	78	437	0.0214
per-layer routing:
metal  global-route usage  share of wire
met1               0.0267           0.53
met2               0.0193           0.29
met3               0.0125           0.12
met4               0.0141          0.056
met5                    0              0
kinds of logic after synthesis:
| family | Yosys count |
|---|---|
| flip-flops | 3 |
| buffers and inverters | 1 |
| AND/OR/NAND/NOR | 8 |
what timing repair did:
action / in CTS / in global routing
pin swaps: 4 / 2
gates resized: 22 / 3
setup endpoints to repair: 6 / 2
cloned: 0 / 0
buffers inserted: 0 / 1
cell usage in the layout (no fill, tap or decap), types with 2 or more instances in the layout:
cell type        synthesis  layout
clkbuf_4                 0       3
or3b_4                   0       2
dfrtp_1                  3       3
buf_4                    0       3
clkdlybuf4s15_1          0       5
dlygate4sd2_1            0       5
dlymetal6s2s_1           0       2
cell usage after synthesis (all sizes together):
master   count  area share
nor4b        2        0.12
inv          1       0.026
nand2        1       0.026
nand4bb      1       0.078
nor4         1       0.044
nand4b       1       0.061
dfrtp        3        0.52
or3b         2        0.12
Power is estimated from default activity; no workload was simulated.
